**/design/flow/run.sh**
```bash
#!/bin/bash
# OpenROAD 26Q1-2900-gdf79404cd8, Yosys 0.63+post, stock flow scripts
make -C /OpenROAD-flow-scripts/flow DESIGN_CONFIG=/design/flow/config.mk WORK_HOME=/design/flow/orfs finish
```
**/design/flow/config.mk**
```make
export PLATFORM = sky130hd
export DESIGN_NAME = Add
export DESIGN_NICKNAME = Add
export VERILOG_FILES = /design/flow/design.v
export SDC_FILE = /design/flow/constraint.sdc
export NUM_CORES = 4
export LEC_CHECK = 1
export CORE_AREA = 10 10 70 70
export DIE_AREA = 0 0 80 80
```
**/design/flow/constraint.sdc**
```tcl
current_design Add

set clk_period 13.2
set clk_io_pct 0.2

create_clock -name clk0 -period $clk_period

set non_clock_inputs [all_inputs -no_clocks]
set_input_delay [expr $clk_period * $clk_io_pct] -clock clk0 $non_clock_inputs
set_output_delay [expr $clk_period * $clk_io_pct] -clock clk0 [all_outputs]
```
**/design/flow/design.v**
```verilog
`timescale 1ns / 1ps
module Add(Source1, Source2, Result);
	input [15:0] Source1, Source2;
	output [15:0] Result;
	assign Result=Source1+Source2;
endmodule
```
==> impl_metrics.py <==
# Metrics from the implementation run
metrics = {
    "pwr": {
        "power_switching_w": 0.0000231,
        "leakagePower_nw": 0.501,
        "power.density_nw_per_um2": 50.3,
        "fin_total_pwr_w": 0.0000635,
        "p_int_w": 0.0000404,
        "power.share.sequential_pct": 0,
        "vdd_ir_drop_max_mv": 0.0160,
        "share_clk_of_total_power_pct": 0,
        "switching_share_pct": 36.4,
        "combPwrFrac_pct": 100.0,
    },
    "finish": {
        "layout.sequential_cells": 0,
        "drive_above_1_share_pct": 2.74,
        "final_layout_top_logic_cell": "sky130_fd_sc_hd__clkdlybuf4s50_1",
        "final_cell_mix": "48 x sky130_fd_sc_hd__clkdlybuf4s50_1, 17 x sky130_fd_sc_hd__a21oi_1, 15 x sky130_fd_sc_hd__ha_1",
        "sequential_cell_area_sq_um": 0,
        "final_cell_count_no_fill": 192,
        "logic_area_sq_um": 713,
        "nFillCells": 375,
        "clkbuf_count": 0,
        "areaGrowthSynthToFinish_pct": 74.3,
        "utilization_pct": 37.0,
    },
    "synth": {
        "post_synth.cell_area_avg_sq_um": 7.39,
        "yosysWarnings": 0,
        "yosysUniqueCellTypes": 27,
        "netlist_top_cells_area": "sky130_fd_sc_hd__ha_1 26%, sky130_fd_sc_hd__xnor2_1 12%, sky130_fd_sc_hd__a21oi_1 12%, sky130_fd_sc_hd__xor2_1 6.0%, sky130_fd_sc_hd__o21ai_0 5.5%",
        "synthCells": 98,
        "synthDominantAreaCellType": "sky130_fd_sc_hd__ha_1",
        "synth_chip_area_sq_um": 724,
        "synth.yosys.seq_area_share_pct": 0,
        "mappedNetlistArea_sq_um": 724,
        "top_cell_area_share_pct": 25.9,
        "synth-cells-yosys": 98,
    },
    "global_routing": {
        "antenna_found_initial": 0,
        "vias_in_the_first_global_route": 885,
        "grt_start_max_net_pins": 7,
        "grt_pass1_wl_um": 3880,
        "groute.usage.overall_pct": 7.08,
        "grt_total_ovfl": 0,
    },
    "status": {
        "run_status": "completed",
    },
    "worst_setup_path": {
        "cp-end-kind": "output port",
        "critical_path.endpoint": "Result[12]",
        "critical_path_class": "in2out",
        "timing.critical_path.required_ns": 10.56,
        "crit_path_max_fanout": 3,
        "cp.arrival_ns": 5.28,
        "critical_path.startpoint": "Source1[0]",
        "critPathLaunchType": "input pin",
        "worst_path_most_repeated_cell": "sky130_fd_sc_hd__clkdlybuf4s50_1",
        "crit_path_cell_trace": "clkdlybuf4s50_1 -> ha_1 -> fa_1 -> a21o_2 -> a311oi_2 -> nor3_1 -> o41ai_2 -> xnor2_1 -> clkdlybuf4s50_1",
        "critical-path-max-stage-delay_ns": 0.48,
        "crit_path_top_delay_cell": "sky130_fd_sc_hd__clkdlybuf4s50_1",
    },
    "route": {
        "n_antenna_cell": 0,
        "drt_first_pass_iters": 4,
        "route.vias.total": 892,
        "remaining_drc_errors": 0,
        "post_drt_via_cell_ratio": 4.65,
        "drt-initial-drc-count": 33,
        "routed_wl_um": 2370,
        "wl_per_cell_um": 12.3,
        "drt.antenna.violating_nets": 0,
    },
    "placed_design": {
        "detailedPlacementHpwl_um": 2170,
        "placedCellCount": 192,
        "globalplace.congestion": 0.848,
        "numPortBuffers": 48,
    },
    "timing": {
        "tightestPinTransition_ns": 0.460,
        "slew_headroom_pct": 69.0,
        "rsz0062_at_grt": "false",
        "setup_violations": 0,
        "finalHoldWorstSlack_ns": 6.31,
        "final.min_clock_period_ns": 7.92,
        "fin_tns_setup_ns": 0,
        "fmax_mhz": 126,
        "drv_slew": 0,
        "period_used_pct": 60.0,
        "final_hold_viol_count": 0,
    },
    "job": {
        "stage_log_warnings": 32,
        "maxCapViolCount": 0,
    },
    "cts": {
        "post_cts_resized": 0,
        "postCtsSetupRepairBufs": 0,
        "post_cts_hold_buffer_count": 0,
    },
    "die": {
        "floorplan.die.width_um": 80,
        "core_area_sq_um": 3420,
        "floorplan.io_pins": 48,
        "dieArea_sq_um": 6400,
        "number_of_standard_cell_rows_in_the_floorplan": 21,
        "core_util_at_fp_pct": 21.2,
        "die_height_um": 80,
    },
    "worst_hold_path": {
        "hold_class": "in2out",
    },
}
## critical path: cells and delay by family
| kind | cells | cell delay [ns] |
|---|---|---|
| AOI/OAI and AO/OA | 3 | 0.84 |
| and+or+nand+nor | 1 | 0.13 |
| xor gates and xnor gates | 1 | 0.16 |
| adders and majority gates | 2 | 0.62 |
| buffers and inverters | 2 | 0.88 |
## kinds of logic after synthesis
| group | after synthesis | synth area share, % |
|---|---|---|
| AND/OR/NAND/NOR | 23 | 15.0 |
| XOR/XNOR | 15 | 18.1 |
| buffers and inverters | 3 | 1.55 |
| AND-OR/OR-AND | 40 | 35.2 |
| adder cells (fa/ha/maj) | 16 | 28.7 |
| multiplexers | 1 | 1.38 |
## power groups by stage
stage	registers (W)	clock network, W	logic (W)
CTS	0	0	0.0000649
global route	0	0	0.0000709
finish	0	0	0.0000635
## per-layer routing
metal	track usage (%)	part of all wire (%)
met3	1.82	8.3
met5	0	0
met1	9.54	47
met2	11.7	45
met4	0	0
## area by class of cell
class	instances	area share (%)
Multi-Input combinational cell	95	56.5
Timing Repair Buffer	48	38.1
Tap cell	46	4.56
Inverter	3	0.892
## Yosys cell counts, types with 2 or more instances
| library cell | n |
|---|---|
| sky130_fd_sc_hd__o211ai_1 | 3 |
| sky130_fd_sc_hd__ha_1 | 15 |
| sky130_fd_sc_hd__nand2_1 | 9 |
| sky130_fd_sc_hd__xor2_1 | 5 |
| sky130_fd_sc_hd__a21oi_1 | 17 |
| sky130_fd_sc_hd__nor3_1 | 3 |
| sky130_fd_sc_hd__nor2_1 | 2 |
| sky130_fd_sc_hd__o21ai_0 | 8 |
| sky130_fd_sc_hd__a21o_1 | 2 |
| sky130_fd_sc_hd__nor2b_1 | 2 |
| sky130_fd_sc_hd__xnor2_1 | 10 |
| sky130_fd_sc_hd__inv_1 | 3 |
| sky130_fd_sc_hd__nand3_1 | 4 |
| sky130_fd_sc_hd__o21bai_1 | 2 |
## worst min path at each step
stage                 startpoint        end  depth (start not counted)
after global routing  Source2[0]  Result[0]                          3
final                 Source2[0]  Result[0]                          3
after CTS             Source2[0]  Result[0]                          3
## per-stage QoR
stage | setup WS, ns | area, sq um
after CTS | 5.24 | 1260
final | 5.28 | 1260
after detailed placement | 5.25 | 1260
after floorplan | 6.31 | 724
after global placement | 5.25 | 1260
after global routing | 5.09 | 1260
Power and IR drop assume default switching activity.
